File: flow/run.sh
#!/bin/bash
# OpenROAD 26Q1-2900-gdf79404cd8, Yosys 0.63+post, stock flow scripts
make -C /OpenROAD-flow-scripts/flow DESIGN_CONFIG=/design/flow/config.mk WORK_HOME=/design/flow/orfs finish
File: flow/config.mk
export PLATFORM = sky130hd
export DESIGN_NAME = counter
export DESIGN_NICKNAME = counter
export VERILOG_FILES = /design/flow/design.v
export SDC_FILE = /design/flow/constraint.sdc
export NUM_CORES = 4
export LEC_CHECK = 1
export CORE_UTILIZATION = 30
File: flow/constraint.sdc
current_design counter

set clk_period 4.0
set clk_io_pct 0.2

create_clock -name clk0 -period $clk_period [get_ports {clk}]

set non_clock_inputs [all_inputs -no_clocks]
set_input_delay [expr $clk_period * $clk_io_pct] -clock clk0 $non_clock_inputs
set_output_delay [expr $clk_period * $clk_io_pct] -clock clk0 [all_outputs]
File: flow/design.v
module counter
(
    input clk,
    input btn1,
    input btn2,
    output [5:0] led
);
localparam WAIT_TIME = 13500000;
reg [5:0] ledCounter = 0;
reg [23:0] clockCounter = 0;
always @(posedge clk) begin
    if (!btn1) begin
        clockCounter <= 0;
        ledCounter <= 0;
    end
    if (!btn2) begin
        clockCounter <= 0;
        ledCounter <= 63;
    end
    clockCounter <= clockCounter + 1;
    if (clockCounter == WAIT_TIME) begin
        clockCounter <= 0;
        ledCounter <= ledCounter + 1;
    end
end
assign led = ~ledCounter;
endmodule
==> job_summary.md <==
### Yosys + OpenROAD results

| Metric | Value |
|---|---|
| Ant diodes | 0 |
| First-pass detailed-route iteration total | 4 |
| PortBufs | 8 |
| Worst path arrival time | ~2.3 ns |
| Design Power | 0.000585 W |
| Max Transition Viols Final | 0 |
| Worst Max-Slew Pin Slew | ~0.40 ns |
| Reg area | approximately 660 um2 |
| Layout cells sized above 1 | 0.0671 |
| Post-route cell area | roughly 1600 um2 |
| Power Density | between 300 and 400 nW/um2 |
| Synth top cell by count | dfxtp_1 |
| Cell count after synthesis | 152 |
| Top sig layer | met4 |
| Combinational share of power | 0.004 |
| CTS tree | yes |
| Core Region | around 4400 um2 |
| Maximum VDD drop | 171 uV |
| Metal3 WL | 103 um |
| Reg clk slew, reported paths | roughly 0.060 ns |
| Worst Hold Class | flip-flop to flip-flop |
| Sequential area share after synthesis | 0.473 |
| Met2 WL post-DR | around 1000 um |
| FMAX | 420 MHz |
| Die y size | 70.3 um |
| Slew headroom | 0.734 |
| NetSw | between 0.0001 and 0.00015 W |
| Post-synth EDFFs | 6 |
| Area Overhead vs Synth | 17.4% |
| # rows | 24 |
| Non-Filler Instances | ~220 |
| # DRC | 0 |
| # setup viols final | 0 |
| DP HPWL | between 1500 and 2000 um |
| Critical path class | flip-flop to flip-flop |
| Critical hold path startpoint | clockCounter[0] |
| Max Cap Violations | 0 |
| Synth logic family | simple AND/OR/NAND/NOR gates |
| Placed Cells | approximately 210 |
| Critical Path Max Stage Delay | around 0.55 ns |
| Initial antenna violation count | 0 |
| Io pins | 9 |
| YS warnings | 1 |
| Area contributors post-synth | dfxtp_1 (34%), edfxtp_1 (13%), xnor2_1 (11%), nand3_1 (4.3%), nor2_1 (4.3%) |
| Largest net degree at the start of global routing | 17 |
| Crit. End Element | flip-flop |
| Routed WL | between 2000 and 2500 um |
| Sw frac | 0.176 |
| Die area | 4940 um2 |
| Hold Vio Cnt, Final | 0 |
| MUX area fraction | 0.00806 |
| Xor/xnor share | 0.125 |
| Crit path time final | roughly 2.4 ns |
| Clock Skew | ~0.0041 ns |
| Final ANT Viol Nets | 0 |
| Worst r2r src | clockCounter[17] |
| Mapped Area | 1400 um2 |
| Log Warnings | 26 |
| Width of the die | 70.3 um |
| Sum Neg Setup Slack | 0 ns |
| Outcome | finished clean |
| Crit-path max FO | 7 |
| Total internal power | around 0.00048 W |
| Cell Type Count | 28 |
| Setup Fix Bufs, Post-CTS | 0 |
| Compound Share, Synth | 0.0689 |
| Startpoint class of the critical path | flip-flop |
| Clock network fraction of total power | 0.471 |
| Sequential share of power | 0.525 |
| Initial drt markers | 27 |
| Vias in the first global route | about 1000 |
| First-pass GRT wire length | 4230 um |
| Post-synth ARST share | 0 |
| Worst Path Required | approximately 4.0 ns |
| Tcrit/Tclk final | 0.595 |
| Most common library cells after synthesis | dfxtp_1 (24), xnor2_1 (18), nor2_1 (16), nand3_1 (12), inv_1 (11) |
| Post_cts resized | 0 |
| Yosys stat area | 1400 um2 |
| Num CTS Buffers | 5 |
| Average cell area after synthesis | 9.19 um2 |
| Worst reg-to-reg setup slack | around 1.6 ns |
| Clk sinks | 30 |
| CP cell instances | or4_1 -> or4_4 -> o31a_1 -> nand2_1 |
| Clk buf depth | 2 |
| Ys cells | around 150 |
| Post-synth top area cell | dfxtp_1 |
| Layout fillers | 413 |
| Adder Area Share | 0.0269 |
| DR vias | 1037 |
| Crit. Startpoint | clockCounter[17] |
| CTS Hold Buffers Added | 0 |
| Top cell area share | 0.344 |
| GR Overflow Total | 0 |
| Total GRT Usage | 0.108 |
| Basic Gates by Area | 0.256 |
| FP Core Util | 0.317 |
| Placer Congestion | 0.828 |
| Synthesized registers | 30 |
| Leading register cell type out of synthesis | dfxtp_1 |
| H-tree Lvls | 2 |
| RSZ-0062 raised after global routing | no |
| Wire per inst | ~11 um |
| Leak | about 0.6 nW |
| DP Area | 1530 um2 |
| Metal-1 WL | between 1000 and 1500 um |
| Crit-path slowest cell | or4_4 |
| Comb. cell area | around 680 um2 |
| Latency at later pin | 0.27 ns |
| Via density | 4.80 |
| Clock root buffer | clkbuf_8 |
path summary, 6_finish.rpt:
check | end | cells past startpoint
setup / recovery | ledCounter[4] | 4
hold / removal | clockCounter[0] | 1
setup reg to reg | ledCounter[4] | 4
hold reg to reg | clockCounter[0] | 1
metrics by stage:
| stage | hold slack, ns | setup WS [ns] | utilization |
|---|---|---|---|
| after floorplan | 0.441 | 1.74 | - |
| after global placement | 0.462 | 1.67 | 0.347 |
| after detailed placement | 0.474 | 1.64 | 0.347 |
| after CTS | 0.489 | 1.61 | 0.372 |
| after global routing | 0.504 | 1.53 | 0.372 |
| final | 0.482 | 1.62 | 0.372 |
worst max-delay path, delay by kind of cell, from the launching register on:
| family | cells | cell delay, ns |
|---|---|---|
| simple gates | 3 | 1.32 |
| flops | 1 | 0.35 |
| compound gates | 1 | 0.39 |
area by class of cell:
type | instances | area share
multi-input combinational | 107 | 0.413
tap | 52 | 0.0397
sequential | 30 | 0.403
inverter | 11 | 0.0252
timing repair buffer | 9 | 0.0534
clock buffer | 7 | 0.0656
power by group through the flow:
| stage | registers, W | clock network, W | logic [W] |
|---|---|---|---|
| 4_1_cts | 0.000307 | 0.000286 | 0.00000224 |
| 5_1_grt | 0.000307 | 0.000303 | 0.00000235 |
| 6_report | 0.000307 | 0.000276 | 0.00000226 |
registers in the layout (all words and copies together) (netlist names):
signal	cells
ledCounter	6
clockCounter	24
cells by family (layout without fill, tap and decap cells):
kind of cell | after synthesis | in the layout
adder cells (fa/ha/maj) | 3 | 3
AND-OR/OR-AND | 17 | 17
flip-flops | 30 | 30
multiplexers | 1 | 1
XOR/XNOR | 20 | 20
AND/OR/NAND/NOR | 66 | 66
buffers and inverters | 15 | 27
placed cells by master (no fill, tap or decap), drive strengths merged:
cell,synthesis,final
nor2b,1,1
xor2,2,2
nand3b,2,2
o21ai,4,4
or4b,1,1
or4,5,5
edfxtp,6,6
nor4,3,3
nand4,5,5
o31ai,1,1
nor3,7,7
xnor2,18,18
a21oi,10,10
nor2,16,16
mux2,1,1
o31a,1,1
ha,3,3
nand3,12,12
clkbuf,2,7
nand2,7,7
dfxtp,24,24
and4,2,2
or3,5,5
buf,2,1
clkdlybuf4s50,0,8
inv,11,11
o32a,1,1
routing by layer:
layer / track usage / vias up
met2: 0.163 / 19
li1: - / 557
met1: 0.157 / 459
met5: 0 / -
met4: 0.0156 / 0
met3: 0.0380 / 2
Power and IR drop assume default switching activity.
