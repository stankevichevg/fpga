==> design.v <==
`default_nettype none
module uart
#(
    parameter DELAY_FRAMES = 234  
)
(
    input clk,
    input uart_rx,
    output uart_tx,
    output reg [5:0] led,
    input btn1
);
localparam HALF_DELAY_WAIT = (DELAY_FRAMES / 2);
reg [3:0] rxState = 0;
reg [12:0] rxCounter = 0;
reg [7:0] dataIn = 0;
reg [2:0] rxBitNumber = 0;
reg byteReady = 0;
localparam RX_STATE_IDLE = 0;
localparam RX_STATE_START_BIT = 1;
localparam RX_STATE_READ_WAIT = 2;
localparam RX_STATE_READ = 3;
localparam RX_STATE_STOP_BIT = 5;
always @(posedge clk) begin
    case (rxState)
        RX_STATE_IDLE: begin
            if (uart_rx == 0) begin
                rxState <= RX_STATE_START_BIT;
                rxCounter <= 1;
                rxBitNumber <= 0;
                byteReady <= 0;
            end
        end 
        RX_STATE_START_BIT: begin
            if (rxCounter == HALF_DELAY_WAIT) begin
                rxState <= RX_STATE_READ_WAIT;
                rxCounter <= 1;
            end else 
                rxCounter <= rxCounter + 1;
        end
        RX_STATE_READ_WAIT: begin
            rxCounter <= rxCounter + 1;
            if ((rxCounter + 1) == DELAY_FRAMES) begin
                rxState <= RX_STATE_READ;
            end
        end
        RX_STATE_READ: begin
            rxCounter <= 1;
            dataIn <= {uart_rx, dataIn[7:1]};
            rxBitNumber <= rxBitNumber + 1;
            if (rxBitNumber == 3'b111)
                rxState <= RX_STATE_STOP_BIT;
            else
                rxState <= RX_STATE_READ_WAIT;
        end
        RX_STATE_STOP_BIT: begin
            rxCounter <= rxCounter + 1;
            if ((rxCounter + 1) == DELAY_FRAMES) begin
                rxState <= RX_STATE_IDLE;
                rxCounter <= 0;
                byteReady <= 1;
            end
        end
    endcase
end
always @(posedge clk) begin
    if (byteReady) begin
        led <= ~dataIn[5:0];
    end
end
reg [3:0] txState = 0;
reg [24:0] txCounter = 0;
reg [7:0] dataOut = 0;
reg txPinRegister = 1;
reg [2:0] txBitNumber = 0;
reg [3:0] txByteCounter = 0;
assign uart_tx = txPinRegister;
localparam MEMORY_LENGTH = 12;
reg [7:0] testMemory [MEMORY_LENGTH-1:0];
initial begin
    testMemory[0] = "L";
    testMemory[1] = "u";
    testMemory[2] = "s";
    testMemory[3] = "h";
    testMemory[4] = "a";
    testMemory[5] = "y";
    testMemory[6] = " ";
    testMemory[7] = "L";
    testMemory[8] = "a";
    testMemory[9] = "b";
    testMemory[10] = "s";
    testMemory[11] = " ";
end
localparam TX_STATE_IDLE = 0;
localparam TX_STATE_START_BIT = 1;
localparam TX_STATE_WRITE = 2;
localparam TX_STATE_STOP_BIT = 3;
localparam TX_STATE_DEBOUNCE = 4;
always @(posedge clk) begin
    case (txState)
        TX_STATE_IDLE: begin
            if (btn1 == 0) begin
                txState <= TX_STATE_START_BIT;
                txCounter <= 0;
                txByteCounter <= 0;
            end
            else begin
                txPinRegister <= 1;
            end
        end 
        TX_STATE_START_BIT: begin
            txPinRegister <= 0;
            if ((txCounter + 1) == DELAY_FRAMES) begin
                txState <= TX_STATE_WRITE;
                dataOut <= testMemory[txByteCounter];
                txBitNumber <= 0;
                txCounter <= 0;
            end else 
                txCounter <= txCounter + 1;
        end
        TX_STATE_WRITE: begin
            txPinRegister <= dataOut[txBitNumber];
            if ((txCounter + 1) == DELAY_FRAMES) begin
                if (txBitNumber == 3'b111) begin
                    txState <= TX_STATE_STOP_BIT;
                end else begin
                    txState <= TX_STATE_WRITE;
                    txBitNumber <= txBitNumber + 1;
                end
                txCounter <= 0;
            end else 
                txCounter <= txCounter + 1;
        end
        TX_STATE_STOP_BIT: begin
            txPinRegister <= 1;
            if ((txCounter + 1) == DELAY_FRAMES) begin
                if (txByteCounter == MEMORY_LENGTH - 1) begin
                    txState <= TX_STATE_DEBOUNCE;
                end else begin
                    txByteCounter <= txByteCounter + 1;
                    txState <= TX_STATE_START_BIT;
                end
                txCounter <= 0;
            end else 
                txCounter <= txCounter + 1;
        end
        TX_STATE_DEBOUNCE: begin
            if (txCounter == 23'b111111111111111111) begin
                if (btn1 == 1) 
                    txState <= TX_STATE_IDLE;
            end else
                txCounter <= txCounter + 1;
        end
    endcase      
end
endmodule
==> run.sh <==
#!/bin/bash
# OpenROAD 26Q1-2900-gdf79404cd8, Yosys 0.63+post, stock flow scripts
make -C /OpenROAD-flow-scripts/flow DESIGN_CONFIG=/design/flow/config.mk WORK_HOME=/design/flow/orfs finish
==> config.mk <==
export PLATFORM = sky130hd
export DESIGN_NAME = uart
export DESIGN_NICKNAME = uart
export VERILOG_FILES = /design/flow/design.v
export SDC_FILE = /design/flow/constraint.sdc
export NUM_CORES = 4
export LEC_CHECK = 1
export CORE_UTILIZATION = 30
==> constraint.sdc <==
current_design uart

set clk_period 4.1
set clk_io_pct 0.2

create_clock -name clk0 -period $clk_period [get_ports {clk}]

set non_clock_inputs [all_inputs -no_clocks]
set_input_delay [expr $clk_period * $clk_io_pct] -clock clk0 $non_clock_inputs
set_output_delay [expr $clk_period * $clk_io_pct] -clock clk0 [all_outputs]
==> out/metrics.yaml <==
status: "finished clean"
layout_min_cycle_time_ps: 3470
antenna_cells: 0
layout.area.seq_um2: 2310
max_stage_delay_ps: 510
grt_pass1_wl_um: 15800
rr_startpoint: "txCounter[0]$_DFFE_PP_"
wl_per_cell_um: 13.7
tightestPinTransition_ps: 808
clk_latency_ps: 340
setup_tns_ps: 0
cp_max_fo: 9
critPathTopFamily: "simple AND/OR/NAND/NOR gates"
r2r_end: "dataOut[4]$_DFFE_PP_"
postRouteAntennaNets: 0
synth.avg_cell_area_um2: 10.3
rr_worst_depth: 7
finalCritPeriodShare_pct: 84.6
crit_type: "reg -> reg"
vias: 3408
yosysSeqAreaShare_pct: 48.9
drv_cap: 0
timing.hold.ws_ps: 423
use_met2_pct: 18.3
cp.required_ps: 4080
path_clk_slew_ps: 60
grt_max_degree: 26
core_um2: 15300
whs_path_depth: 0
grt_use_met3_pct: 2.65
worstHoldStart: "dataIn[6]$_DFFE_PP_"
clockBufferDepth: 2
cts_setup_buffers: 0
dieHeight_um: 127
path_buffers: 0
path_cells: "ha_1 -> and3_1 -> and3_1 -> a31oi_1 -> a211oi_1 -> and4_1 -> nor4b_4"
clock-sinks: 77
hold_viol: 0
cts_max_level: 3
clock_skew_ps: 5.46
min_to: "dataIn[5]$_DFFE_PP_"
dr.pass1.iters: 5
cts_tree: "done"
antenna_found_initial: 0
yosysTopAreaCell: "edfxtp_1"
crit_path_end_kind: "flop"
grtUsageTotal_pct: 12.4
finalMaxSlewViolations: 0
drcViolationCount: 0
tool_warnings: 33
yosysUniqueCellTypes: 68
rsz0062_at_grt: "no"
floorplan.core_util_pct: 31.0
cts_buffers: 9
root_buffer: "clkbuf_16"
overflow: 0
r2r_setup_slack_ps: 630
ioPinCount: 10
p_leak_nw: 1.78
yosysWarnings: 1
yosys_area_um2: 4720
wirelength_um: 9150
gp_congestion: 0.920
fillers: 1505
flop_cell: "edfxtp_1"
holdCritPathClass: "reg -> reg"
syn_inst: 457
topCellsByArea: "edfxtp_1, xnor2_1, ha_1, nor2_1, a21oi_1"
logic_area_um2: 2210
yosysCellCount: 457
crit_path_start_kind: "flop"
rows: 45
cts_resized: 0
routed_via_density: 5.12
worstPathArrival_ps: 3450
edf_count: 77
area_delta_synth_final_pct: 11.1
crit_slowest_cell: "edfxtp_1"
grt_pass1_vias: 3142
max_freq_mhz: 288
async_reset_ff_share_pct: 0
cp_common_cell: "and3_1"
port_buffers: 9
dp_hpwl_um: 6250
first_iter_violations: 208
syn_area_um2: 4720
gr-usage-met1_pct: 20.0
top_cell_area_share_pct: 48.9
slew_headroom_pct: 46.0
setup_violations: 0
busiest_layer: "met1"
die_area_um2: 16300
holdBufCountCts: 0
drive_gt1_share_pct: 8.35
synth_flops: 77
ir_worst_vdd_mv: 0.353
die_w_um: 127
p_per_area_nw_per_um2: 470
[kinds of logic (layout without fill, tap and decap cells)]
group	Yosys count	after routing	synth area share, %
muxes	4	4	1.11
and+or+nand+nor	199	199	23.7
xor gates and xnor gates	36	36	6.67
DFF	77	77	48.9
AOI/OAI and AO/OA	79	79	10.9
buffers and inverters	47	45	4.69
adders and majority gates	15	15	3.97
[metal layers]
metal | vias to the layer above | share of wire (%)
met2 | 81 | 44
met4 | 0 | 1.7
met3 | 13 | 4.6
met1 | 1635 | 50
met5 | - | 0
li1 | 1679 | -
[worst max-delay path by stage]
stage	from	endpoint	slack, ps	cells after the start
6_report	txCounter[0]$_DFFE_PP_	dataOut[4]$_DFFE_PP_	630	7
4_1_cts	txCounter[0]$_DFFE_PP_	dataOut[4]$_DFFE_PP_	680	7
5_1_grt	txCounter[0]$_DFFE_PP_	dataOut[1]$_DFFE_PP_	330	7
[power breakdown]
part	internal (mW)	leakage [nW]	switching, mW	total, mW
combinational	0.205	0.880	0.250	0.456
clock	0.462	0.141	0.309	0.771
sequential	1.08	0.762	0.166	1.24
[cells in the final DEF (no fill, tap or decap), types with 12 or more instances in the layout]
master,instances
and3_1,12
edfxtp_1,77
nor2_1,46
o21ai_0,13
ha_1,15
nand2_1,26
nand3_1,21
inv_1,19
xnor2_1,24
nand4_1,15
nor3_1,13
a21oi_1,25
[per-stage QoR]
step	power (mW)	cell area [um^2]	util (%)	cells	setup WS (ps)
floorplan	1.57	4720	-	457	116
global placement	1.70	4970	32.6	652	823
detailed placement	1.71	4970	32.6	652	705
CTS	2.50	5250	34.4	666	683
global route	2.61	5250	34.4	666	326
finish	2.47	5250	34.4	666	632
[registers in the layout, summed over array words and instances, names as in the netlist]
register and count:
txCounter 25, rxCounter 13, txState 3, dataOut 7, rxBitNumber 3, txByteCounter 4, txBitNumber 3, rxState 3
led 6, dataIn 8, byteReady 1, txPinRegister 1
[synthesized netlist by cell type (3+ instances only)]
library cell and number:
and2_1 10, a211oi_1 9, buf_2 3, nand2_1 26
inv_1 19, nor2_1 46, a31oi_1 5, nand2b_1 5
o21ai_0 13, or2_2 3, clkbuf_1 17, buf_4 3
nand3_1 21, nand4_1 15, and4_1 5, nor4_1 7
or3_1 6, edfxtp_1 77, nor3_1 13, nand3b_1 3
mux2i_1 3, nor4b_1 4, xnor2_1 25, nor2b_1 4
xor2_1 11, ha_1 15, and3_1 12, a21oi_1 25
[area by class of cell]
cell class / count / share of cell area (%)
Multi-Input combinational cell: 333 / 42.1
Clock inverter: 5 / 1.02
Clock buffer: 9 / 4.29
Inverter: 19 / 1.36
Sequential cell: 77 / 44.0
Timing Repair Buffer: 12 / 2.14
Tap cell: 211 / 5.03
Power figures rest on the tool's default switching activity, not on a simulated workload.
